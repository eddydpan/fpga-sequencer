## ./run.sh

```bash
#!/bin/bash
# OpenROAD 26Q1-2900-gdf79404cd8, Yosys 0.63+post, stock flow scripts
make -C /OpenROAD-flow-scripts/flow DESIGN_CONFIG=/design/flow/config.mk WORK_HOME=/design/flow/orfs finish
```

## ./config.mk

```make
export PLATFORM = sky130hd
export DESIGN_NAME = top
export DESIGN_NICKNAME = top
export VERILOG_FILES = /design/flow/design.v
export SDC_FILE = /design/flow/constraint.sdc
export NUM_CORES = 4
export LEC_CHECK = 1
export CORE_UTILIZATION = 50
```

## ./constraint.sdc

```tcl
current_design top

set clk_period 1.5
set clk_io_pct 0.2

create_clock -name clk0 -period $clk_period [get_ports {_43a}]
create_clock -name clk1 -period $clk_period [get_ports {clk}]

set non_clock_inputs [all_inputs -no_clocks]
set_input_delay [expr $clk_period * $clk_io_pct] -clock clk0 $non_clock_inputs
set_output_delay [expr $clk_period * $clk_io_pct] -clock clk0 [all_outputs]
```

## ./design.v

```verilog
module model #(
    parameter NUM_BEATS = 16
)(
    input logic clk,
    input logic[7:0] data_in,  
    output logic[NUM_BEATS*4-1:0] beats  
);
    logic[3:0] beat_index;
    initial begin
        beats = {NUM_BEATS*4{1'b0}};
    end
    always_ff @(posedge clk) begin
        beat_index = data_in[3:0];
        beats[beat_index*4 +: 4] <= data_in[7:4];
    end
endmodule
module button_matrix_controller(
    input logic clk,
    input logic[3:0] col_inputs,     
    output logic[3:0] row_outputs,   
    output logic[3:0] button_index,  
    output logic button_pressed      
);
    localparam debounce_cycles = 1200;  
    logic [1:0] row_scan = 0;        
    logic [1:0] scan_state = 0;      
    logic [$clog2(debounce_cycles)-1:0] clk_div = 0;        
    always_ff @(posedge clk) begin
        if (clk_div == debounce_cycles - 1) begin
            clk_div <= 0;
        end else begin
            clk_div <= clk_div + 1;
        end
        if (clk_div == 0) begin
            if (scan_state == 0) begin
                row_outputs <= 4'b1111;   
                case (row_scan)
                    2'b00: row_outputs[0] <= 1'b0;
                    2'b01: row_outputs[1] <= 1'b0;
                    2'b10: row_outputs[2] <= 1'b0;
                    2'b11: row_outputs[3] <= 1'b0;
                endcase
                scan_state <= 1;
            end else begin
                button_pressed <= 1'b0;
                if (~col_inputs[0]) begin
                    button_index <= {row_scan, 2'b00};   
                    button_pressed <= 1'b1;
                end else if (~col_inputs[1]) begin
                    button_index <= {row_scan, 2'b01};   
                    button_pressed <= 1'b1;
                end else if (~col_inputs[2]) begin
                    button_index <= {row_scan, 2'b10};   
                    button_pressed <= 1'b1;
                end else if (~col_inputs[3]) begin
                    button_index <= {row_scan, 2'b11};   
                    button_pressed <= 1'b1;
                end
                row_scan <= row_scan + 1;
                scan_state <= 0;
            end
        end
    end
endmodule
module pwm_generator (
    input logic clk,
    input logic [15:0] pwm_interval,
    output logic pwm_out
);
    logic [15:0] pwm_count = 16'd0;
    logic wave;
    always_ff @(posedge clk) begin
        if (pwm_interval == 16'd0) begin
            pwm_count <= 16'd0;
            wave <= 1'b0;
        end
        else if ((pwm_count == pwm_interval - 1)) begin
            pwm_count <= 0;
            wave <= ~wave;
        end
        else begin
            pwm_count <= pwm_count + 1;
        end
    end
    assign pwm_out = wave;
endmodule
module pwm_decoder (
    input logic clk,
    input logic [3:0] note,
    output logic [15:0] pwm_interval
);
    localparam [3:0] NOTE_REST = 4'b0000;
    localparam [3:0] NOTE_C4 = 4'b0001;
    localparam [3:0] NOTE_D4 = 4'b0010;
    localparam [3:0] NOTE_E4 = 4'b0011;
    localparam [3:0] NOTE_F4 = 4'b0100;
    localparam [3:0] NOTE_G4 = 4'b0101;
    localparam [3:0] NOTE_A4 = 4'b0110;
    localparam [3:0] NOTE_B4 = 4'b0111;
    localparam [3:0] NOTE_C5 = 4'b1000;
    logic [15:0] interval;
    always_comb begin
        case (note)
            NOTE_REST: pwm_interval = 16'd0;
            NOTE_C4: pwm_interval = 16'd22940;
            NOTE_D4: pwm_interval = 16'd20434;
            NOTE_E4: pwm_interval = 16'd18204;
            NOTE_F4: pwm_interval = 16'd17190;
            NOTE_G4: pwm_interval = 16'd15306;
            NOTE_A4: pwm_interval = 16'd13636;
            NOTE_B4: pwm_interval = 16'd12148;
            NOTE_C5: pwm_interval = 16'd11471;
            default: pwm_interval = 16'd5000;
        endcase
    end
endmodule
module audio_controller #(
    parameter CLK_FREQ = 12_000_000,
    parameter NUM_BEATS = 16,
    parameter PERIOD = 4
)(
    input logic clk,
    input logic[NUM_BEATS*4-1:0] beats,  
    output logic [$clog2(NUM_BEATS)-1:0] beat_count,
    output logic pwm_out,
);
    initial begin
        beat_count = 0;
    end
    localparam beat_clock_interval = PERIOD * (CLK_FREQ / NUM_BEATS);
    logic [31:0] clk_counter = 0;   
    logic [3:0] pitch;
    logic [15:0] pwm_interval;
    pwm_decoder u_pwm_decoder (
        .clk(clk),
        .note(pitch),
        .pwm_interval(pwm_interval)
    );
    pwm_generator u_pwm_generator(
        .clk(clk),
        .pwm_interval(pwm_interval),
        .pwm_out(pwm_out)
    );
    always @(posedge clk) begin
        clk_counter <= clk_counter + 1;
        if (clk_counter >= beat_clock_interval - 1) begin
            clk_counter <= 0;
            if (beat_count == NUM_BEATS - 1) begin
                beat_count <= 0;
            end else begin
                beat_count <= beat_count + 1;
            end
        end
        pitch <= beats[beat_count*4 +: 4];
    end
endmodule
module rotary_encoder (
        input logic         clk,  
        input logic         button,
        input logic         signal_a,
        input logic         signal_b,
        output logic        button_pressed,  
        output logic [3:0]  rotary_position  
    );
    logic [3:0] counter, next_counter = 4'b0001;
    always_ff @(posedge signal_a) begin 
        if (signal_b == 1'b0) begin
            if (counter == 4'b1000)  
                next_counter = 4'b0001;
            else
                next_counter = counter + 4'b0001;
        end else begin
            if (counter == 4'b0001)  
                    next_counter = 4'b1000;
                else
                    next_counter = counter - 4'b0001;
        end
    end
    always_ff @(posedge clk) 
        counter <= next_counter;
    assign rotary_position = counter;
    assign button_pressed = button;
endmodule
module seven_segment (
    input logic clk,
    input logic [7:0] note,
    output logic [6:0] seg_data,
    output logic decimal
);
localparam [3:0] NOTE_REST = 4'b0000;
localparam [3:0] NOTE_C4 = 4'b0001;
localparam [3:0] NOTE_D4 = 4'b0010;
localparam [3:0] NOTE_E4 = 4'b0011;
localparam [3:0] NOTE_F4 = 4'b0100;
localparam [3:0] NOTE_G4 = 4'b0101;
localparam [3:0] NOTE_A4 = 4'b0110;
localparam [3:0] NOTE_B4 = 4'b0111;
localparam [3:0] NOTE_C5 = 4'b1000;
localparam [7:0] C = 7'b0111001;
localparam [7:0] D = 7'b1011110;
localparam [7:0] E = 7'b1111001;
localparam [7:0] F = 7'b1110001;
localparam [7:0] G = 7'b1101111;
localparam [7:0] A = 7'b1110111;
localparam [7:0] B = 7'b1111100;
localparam [7:0] REST = 7'b0000000;  
always_comb begin
    decimal = 1'b0;  
    case(note)
        NOTE_C4: seg_data = C;
        NOTE_D4: seg_data = D;
        NOTE_E4: seg_data = E;
        NOTE_F4: seg_data = F;
        NOTE_G4: seg_data = G;
        NOTE_A4: seg_data = A;
        NOTE_B4: seg_data = B;
        NOTE_C5: begin
            seg_data = C;
            decimal = 1'b1;
        end
        REST: seg_data = REST;
        default: seg_data = REST;
    endcase
end
endmodule
module uart_tx
  #(parameter
    DATA_WIDTH = 8,
    BAUD_RATE  = 115200,
    CLK_FREQ   = 12_000_000,
    localparam
    LB_DATA_WIDTH    = $clog2(DATA_WIDTH),
    PULSE_WIDTH      = CLK_FREQ / BAUD_RATE,
    LB_PULSE_WIDTH   = $clog2(PULSE_WIDTH),
    HALF_PULSE_WIDTH = PULSE_WIDTH / 2)
   (
    output logic                sig,     
    input logic [DATA_WIDTH-1:0] data,    
    input logic                 valid,   
    output logic                ready,   
    input logic                 clk,
    input logic                 rstn);
   typedef enum logic [1:0] {STT_DATA,
                             STT_STOP,
                             STT_WAIT
                             } statetype;
   statetype                 state;
   logic [DATA_WIDTH-1:0]     data_r;
   logic                      sig_r;
   logic                      ready_r;
   logic [LB_DATA_WIDTH-1:0]  data_cnt;
   logic [LB_PULSE_WIDTH:0]   clk_cnt;
   initial begin
      state    = STT_WAIT;
      sig_r    = 1;
      data_r   = 0;
      ready_r  = 1;
      data_cnt = 0;
      clk_cnt  = 0;
   end
   always_ff @(posedge clk) begin
      if(!rstn) begin
         state    <= STT_WAIT;
         sig_r    <= 1;
         data_r   <= 0;
         ready_r  <= 1;
         data_cnt <= 0;
         clk_cnt  <= 0;
      end
      else begin
         case(state)
           STT_DATA: begin
              if(0 < clk_cnt) begin
                 clk_cnt <= clk_cnt - 1;
              end
              else begin
                 sig_r   <= data_r[data_cnt];
                 clk_cnt <= PULSE_WIDTH;
                 if(data_cnt == DATA_WIDTH - 1) begin
                    state <= STT_STOP;
                 end
                 else begin
                    data_cnt <= data_cnt + 1;
                 end
              end
           end
           STT_STOP: begin
              if(0 < clk_cnt) begin
                 clk_cnt <= clk_cnt - 1;
              end
              else begin
                 state   <= STT_WAIT;
                 sig_r   <= 1;
                 clk_cnt <= PULSE_WIDTH + HALF_PULSE_WIDTH;
              end
           end
           STT_WAIT: begin
              if(0 < clk_cnt) begin
                 clk_cnt <= clk_cnt - 1;
              end
              else if(!ready_r) begin
                 ready_r <= 1;
              end
              else if(valid) begin
                 state    <= STT_DATA;
                 sig_r    <= 0;
                 data_r   <= data;
                 ready_r  <= 0;
                 data_cnt <= 0;
                 clk_cnt  <= PULSE_WIDTH;
              end
           end
           default: begin
              state <= STT_WAIT;
           end
         endcase
      end
   end
   assign sig   = sig_r;
   assign ready = ready_r;
endmodule
module top(
    input logic clk,
    input logic _39a, 
    input logic _38b, 
    input logic _41a, 
    input logic _42b,  
    output logic _36b, 
    output logic _37a, 
    output logic _29b, 
    output logic _31b,  
    output logic _48b,  
    output logic _9b,  
    output logic _6a,
    output logic _4a,
    output logic _2a,
    output logic _0a,
    output logic _5a,
    output logic _3b,
    output logic _49a,
    input logic _45a,  
    input logic _44b,  
    input logic _43a,  
    output logic _13b,  
    output logic LED,
    output logic RGB_R, 
    output logic RGB_G, 
    output logic RGB_B
);
    localparam PERIOD = 4;
    localparam NUM_BEATS = 16;
    localparam BEATS_BUFFER = $clog2(NUM_BEATS);
    localparam CLK_FREQ = 12_000_000;  
    logic [7:0] data_in;
    logic [NUM_BEATS*4-1:0] beats;  
    logic [BEATS_BUFFER-1:0] beat_count;  
    logic [$clog2(CLK_FREQ)-1:0] clk_count = 0;
    logic [3:0] seconds;
    logic [3:0] rotary_position;
    logic re_button_pressed;
    model #(
        .NUM_BEATS(NUM_BEATS)
    ) u_model (
        .clk(clk),
        .data_in(data_in),
        .beats(beats)
    );
    logic[3:0] button_index;  
    logic button_pressed;
    button_matrix_controller u_button_matrix_controller (
        .clk(clk),
        .col_inputs({_42b, _41a, _38b, _39a}),
        .row_outputs({_31b, _29b, _37a, _36b}),
        .button_index(button_index),
        .button_pressed(button_pressed)
    );
    rotary_encoder u_rotary_encoder(
        .clk(clk),
        .button(_45a),
        .signal_a(_43a),
        .signal_b(_44b),
        .button_pressed(re_button_pressed),
        .rotary_position(rotary_position)
    );
    audio_controller #(
        .CLK_FREQ(CLK_FREQ),
        .NUM_BEATS(NUM_BEATS),
        .PERIOD(PERIOD)
    ) u_audio_controller(
        .clk(clk),
        .beats(beats),
        .beat_count(beat_count),
        .pwm_out(_48b),
    );
    seven_segment u_seven_segment (
        .clk(clk),
        .note (rotary_position),
        .seg_data({_0a, _5a, _9b, _6a, _4a, _49a, _3b}),  
        .decimal(_2a)
    );
    logic [7:0] reset_counter = 0;
    logic uart_rstn = 0;
    always_ff @(posedge clk) begin
        if (reset_counter < 8'd255) begin
            reset_counter <= reset_counter + 1;
            uart_rstn <= 0;
        end else begin
            uart_rstn <= 1;
        end
    end
    logic button_pressed_prev = 0;
    logic tx_valid = 0;
    logic uart_sig;
    logic uart_ready;
    logic [7:0] uart_data;   
    logic [BEATS_BUFFER-1:0] beat_count_prev = 0;
    logic send_sync = 0;
    uart_tx #(
        .DATA_WIDTH(8),
        .BAUD_RATE(9600),
        .CLK_FREQ(CLK_FREQ)
    ) uart_tx_inst (
        .sig(uart_sig),
        .data(uart_data),   
        .valid(tx_valid),
        .ready(uart_ready),
        .clk(clk),
        .rstn(uart_rstn)
    );
    assign _13b = uart_sig;
    always_ff @(posedge clk) begin
        button_pressed_prev <= button_pressed;
        beat_count_prev <= beat_count;
        if (beat_count == 0 && beat_count_prev == NUM_BEATS - 1) begin
            send_sync <= 1;
        end else begin
            send_sync <= 0;
        end
        if (send_sync && uart_ready) begin
            uart_data <= 8'hFF;   
            tx_valid <= 1;
        end else if (button_pressed) begin
            data_in <= {rotary_position, button_index};
            if (!button_pressed_prev && uart_ready) begin
                uart_data <= {rotary_position, button_index};
                tx_valid <= 1;
            end else begin
                tx_valid <= 0;
            end
        end else begin
            tx_valid <= 0;
        end
    end
    always_ff @(posedge clk) begin
        if (clk_count == CLK_FREQ - 1) begin
            seconds <= seconds + 1;
            clk_count <= 0;
        end else begin
            clk_count <= clk_count + 1;
        end
    end
    always_comb begin
        if (button_pressed) begin
            RGB_R = ~button_index[0];
            RGB_G = ~button_index[1];
            RGB_B = ~button_index[2];
            LED = ~button_index[3];
        end else begin
            RGB_R = 1;
            RGB_G = 1;
            RGB_B = 1;
            LED = 1;
        end
    end
endmodule
```

==> out/results.tsv <==
metric	value	unit
status	finished with violations	
violations	negative setup slack	
overflow	0	
synth.area.top_cells	dfxtp_1, edfxtp_1, mux4_2, ha_1, mux2_2	
final_core_util	76.7	%
finalSetupViolCount	167	
grt.total_usage	24.5	%
max_slew_margin	54.6	%
worst_pin_slew	0.680	ns
warning_count	50	
syn_area	10100	sq um
grt_pass1_vias	8203	
area_growth	48.9	%
drive_gt1_share	48.1	%
p_sw	6.50	mW
num_io_pins	26	
comb_power_share	34.1	%
fin_tns_setup	-68.76	ns
path_buffers	3	
cpPeakStageDelay	0.37	ns
antenna_found_initial	0	
grt_pass1_wl	38900	um
gp_congestion	0.921	
rows	51	
internal-power	14.9	mW
setup_ws	-0.920	ns
drtPass1Iterations	4	
register_area	4960	sq um
cts_hold_buffers	0	
p_clk_share	30.1	%
drt_drc_violations_left	0	
netlist-cell-type-count	58	
wirelength	24100	um
syn_inst	975	
numPortBuffers	23	
hpwl	15500	um
logic_area	6170	sq um
p_sw_share	30.4	%
ys.flop_type	dfxtp_1	
p_per_area	1420	nW/um^2
die_h	144	um
ys_seq_elements	230	
endpoint_kind	register	
syn_avg_cell_area	10.3	sq um
fill_cells	1164	
die_area	20700	sq um
yosysTopAreaCell	dfxtp_1	
cts_tree	built	
antenna_cells	0	
yosys.stat.seqShare	48.8	%
fin_cells	1553	
yosys_warnings	10	
yosys-stat-area	10100	sq um
cts.reportedPaths.clkPinSlew	0.06	ns
place_ws	-1.08	ns
synthArstFlopShare	0	%
maxCapViolations	0	
initial_utilization	51.5	%
vias_per_cell	5.21	
cp_slowest_cell	or3b_4	
die_w	144	um
finalHoldViolCount	0	
ir_drop	1.08	mV
edf_count	32	
grt_max_degree	23	
dp.cells	1447	
synth_stat.cells	975	
ant_nets	0	
path_class	register to register	
core_area	19600	sq um
path_cells	inv_2, ha_4, or3b_4, or3_1, a32oi_1, nand4_1, o41ai_4, buf_4, clkbuf_16, nor2_2	
rsz0062_at_grt	yes	
cts.sinks	230	
cp.required	1.90	ns
p_leak	6.26	nW
power	21.4	mW
critPathLaunchType	register	
worstPathArrival	2.82	ns
r2r_slack	-0.92	ns
num_vias	8095	
top_area_share	39.3	%
cp_top_family	simple AND/OR/NAND/NOR gates	
hold_path.class	register to register	
slew_violations	0	
cp_max_fo	8	
drt_iter0_markers	252	
wire_per_inst	15.5	um
fin_skew	0.0160	ns
seqPwrFrac	35.7	%
-- per-stage QoR --
| step | hold WS, ns | area, sq um |
|---|---|---|
| after CTS | 0.104 | 14500 |
| final | 0.129 | 15000 |
| after global routing | 0.121 | 15000 |
| after global placement | 0.418 | 12700 |
| after floorplan | 0.329 | 10700 |
| after detailed placement | 0.436 | 12700 |
-- cell type report --
| cell class | instances | share of cell area (%) |
|---|---|---|
| timing repair inverter | 1 | 0.0250 |
| inverter | 48 | 1.29 |
| tap | 265 | 2.21 |
| clock inverter | 8 | 0.708 |
| sequential | 230 | 33.0 |
| clock buffer | 39 | 5.27 |
| multi-input combinational | 672 | 41.1 |
| timing repair buffer | 290 | 16.4 |
-- power by group through the flow --
| stage | registers [mW] | logic [mW] | clock network (mW) |
|---|---|---|---|
| 6_report | 7.64 | 7.30 | 6.44 |
| 4_1_cts | 7.60 | 6.43 | 6.58 |
| 5_1_grt | 7.72 | 7.89 | 6.82 |
-- path summary, 6_finish.rpt --
path | cells after the start | start | to
max reg2reg | 10 | u_audio_controller.u_pwm_generator.pwm_interval[1]$_DFF_P_ | u_audio_controller.u_pwm_generator.pwm_count[7]$_SDFF_PP0_
max | 10 | u_audio_controller.u_pwm_generator.pwm_interval[1]$_DFF_P_ | u_audio_controller.u_pwm_generator.pwm_count[7]$_SDFF_PP0_
min | 0 | u_rotary_encoder.next_counter[1]$_DFF_P_ | u_rotary_encoder.counter[1]$_DFF_P_
min in group clk0 | 3 | _44b | u_rotary_encoder.next_counter[3]$_DFF_P_
max in group clk0 | 4 | u_button_matrix_controller.button_pressed$_SDFFCE_PN1P_ | RGB_B
min reg2reg | 0 | u_rotary_encoder.next_counter[1]$_DFF_P_ | u_rotary_encoder.counter[1]$_DFF_P_
-- cell families after synthesis --
logic type               count (synthesis)  synth area share (%)
AND-OR/OR-AND                          156                  10.8
XOR/XNOR                                73                  6.34
adder cells (fa/ha/maj)                 36                  4.47
buffers and inverters                   82                  3.25
flip-flops                             230                  48.8
multiplexers                            72                  10.4
other                                    1                0.0372
AND/OR/NAND/NOR                        325                  15.9
-- sequential cells by signal, summed over array words and instances (netlist names), 2 cells and up --
name                                             count
reset_counter                                        8
u_audio_controller.beat_count                        4
uart_tx_inst.data_r                                  8
data_in                                              8
u_rotary_encoder.counter                             4
beat_count_prev                                      4
uart_data                                            8
u_model.beats                                       64
u_button_matrix_controller.button_index              4
u_button_matrix_controller.clk_div                  11
u_rotary_encoder.next_counter                        4
u_audio_controller.u_pwm_generator.pwm_interval     15
u_audio_controller.u_pwm_generator.pwm_count        16
u_audio_controller.clk_counter                      32
uart_tx_inst.state                                   2
u_button_matrix_controller.row_outputs               4
u_button_matrix_controller.row_scan                  2
uart_tx_inst.data_cnt                                3
uart_tx_inst.clk_cnt                                12
-- cell usage after synthesis, drive strengths merged, types with 9 or more instances --
cell,n
edfxtp,32
a21boi,15
nand4,16
o21ai,33
nor2,69
nor3,20
nand3,38
xnor2,28
inv,47
mux2i,10
clkbuf,27
or3,9
nor2b,9
nand2,97
nor4,10
ha,36
mux4,22
and3,19
a21oi,23
dfxtp,198
a211oi,27
mux2,40
xor2,45
a22o,24
-- routing by layer --
metal  track usage (%)  up-vias  share of wire [%]
met1              35.8     3837                 47
met4              4.26        0                1.8
met3              4.01       31                3.7
li1                  -     4095                  -
met5                 0        -                  0
met2              40.8      132                 48
-- cell usage in the layout, fill, tap and decap left out, types with 17 or more instances in the layout --
master and count:
a211oi_2 25, xor2_1 45, clkbuf_16 28, buf_4 216, nor2_1 44, inv_2 17, buf_6 42, dfxtp_2 21
dfxtp_1 175, mux2_2 24, edfxtp_1 32, inv_1 26, nand3_1 34, ha_1 19, nand2_1 57, xnor2_1 27
a22o_1 24, nand2_2 24, mux4_2 22
-- timing repair --
item | in CTS | in global routing
pin swaps | 62 | 52
setup buffers | 47 | 19
setup endpoints to repair | 182 | 177
gates cloned | 1 | 2
resized | 191 | 115
No activity file was given, so power comes from the tool's default toggle rates.
